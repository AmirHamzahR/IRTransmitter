**/design/flow/run.sh**
```bash
#!/bin/bash
# OpenROAD 26Q1-2900-gdf79404cd8, Yosys 0.63+post, stock flow scripts
make -C /OpenROAD-flow-scripts/flow DESIGN_CONFIG=/design/flow/config.mk WORK_HOME=/design/flow/orfs finish
```
**/design/flow/design.v**
```verilog
`timescale 1ns / 1ps
module Timer(
    input CLK,
    input RESET,
    inout [7:0] BUS_DATA,
    input [7:0] BUS_ADDR,
    input [3:0] SWITCHES,
    input BUS_WE,
    output BUS_INTERRUPT_RAISE,
    input BUS_INTERRUPT_ACK
 );
    parameter [7:0] TimerBaseAddr = 8'hF0;  
    parameter InitialIterruptRate = 100;  
    parameter InitialIterruptEnable = 1'b1;  
    reg [7:0] InterruptRate;
    always@(posedge CLK) begin
        if(RESET)
            InterruptRate <= InitialIterruptRate;
        else if((BUS_ADDR == TimerBaseAddr + 8'h01) & BUS_WE)
            InterruptRate <= BUS_DATA;
    end
    reg InterruptEnable;
    always@(posedge CLK) begin
        if(RESET)
            InterruptEnable <= InitialIterruptEnable;
        else if((BUS_ADDR == TimerBaseAddr + 8'h03) & BUS_WE)
            InterruptEnable <= BUS_DATA[0];
        end
    reg [31:0] DownCounter;
    always@(posedge CLK) begin
        if(RESET)
            DownCounter <= 0;
        else begin
            if(DownCounter == 32'd999999)  
                DownCounter <= 0;
            else
                DownCounter <= DownCounter + 1'b1;
        end
    end
    reg [31:0] Timer;
    always@(posedge CLK) begin
        if(RESET | (BUS_ADDR == TimerBaseAddr + 8'h02))
            Timer <= 0;
        else begin
            if((DownCounter == 0))
                Timer <= Timer + 1'b1;
            else
                Timer <= Timer;
        end
    end
    reg TargetReached;
    reg [31:0] LastTime;
    always@(posedge CLK) begin
        if(RESET) begin
            TargetReached <= 1'b0;
            LastTime <= 0;
        end else if((LastTime + InterruptRate) == Timer) begin
            if(InterruptEnable)
                TargetReached <= 1'b1;
            LastTime <= Timer;
        end else
                TargetReached <= 1'b0;
    end
    reg Interrupt;
    always@(posedge CLK) begin
        if(RESET)
            Interrupt <= 1'b0;
        else if(TargetReached)
            Interrupt <= 1'b1;
        else if(BUS_INTERRUPT_ACK)
            Interrupt <= 1'b0;
    end
    assign BUS_INTERRUPT_RAISE = Interrupt;
    reg TransmitTimerValue;
    always@(posedge CLK) begin
        if(BUS_ADDR == TimerBaseAddr)
            TransmitTimerValue <= 1'b1;
        else
            TransmitTimerValue <= 1'b0;
    end
    assign BUS_DATA = (TransmitTimerValue) ? Timer[7:0] : 8'hZZ;
endmodule
```
**/design/flow/constraint.sdc**
```tcl
current_design Timer

set clk_period 11.3
set clk_io_pct 0.2

create_clock -name clk0 -period $clk_period [get_ports {CLK}]

set non_clock_inputs [all_inputs -no_clocks]
set_input_delay [expr $clk_period * $clk_io_pct] -clock clk0 $non_clock_inputs
set_output_delay [expr $clk_period * $clk_io_pct] -clock clk0 [all_outputs]
```
**/design/flow/config.mk**
```make
export PLATFORM = sky130hd
export DESIGN_NAME = Timer
export DESIGN_NICKNAME = Timer
export VERILOG_FILES = /design/flow/design.v
export SDC_FILE = /design/flow/constraint.sdc
export NUM_CORES = 4
export LEC_CHECK = 1
export CORE_UTILIZATION = 50
```
==> qor.csv <==
metric,value,unit
Mean Syn Cell Area,8.946,µm²
H-tree depth,3,
Post-CTS Resized,0,
cell area after placement,6261,µm²
buffer depth of the longest clock path,2,
cts hold-fix bufs,0,
number of buffers created by CTS,9,
post-synthesis instance area,6075,µm²
Post-synth EDFFs,0,
Chip Width,112.2,µm
Port-buffer cells,12,
chip height,112.2,µm
GP Congestion,0.8288,
top_reg_cell synth,dfxtp_1,
DP Cell Count,817,
Synth Instances,679,
fp_density,52.31,%
boundary pin count,25,
status,stopped before the end,
# Cells Yosys,679,
Last stage,clock tree synthesis (4_1_cts),
num rows,39,
hpwl dp,8256,µm
Synthesis Warnings,2,
Err,"[error] [KeplerFormal.cpp:679] Workflow failed: Iso has multiple drivers: .BUS_DATA0, BUS_DATA[0]$_SDFFE_PP0N_.Q0",
asr flop ratio synth,0,%
chip area in the Yosys report,6075,µm²
"Seq share, synth",35.26,%
CTS Root Cell,clkbuf_16,
Yosys cell types,61,
total clock sinks,107,
"Registers, synthesis",107,
pre-CTS setup slack,6.878,ns
setup bufs post-CTS,0,
-- logic make-up after synthesis --
kind of cell | after synthesis | share of synthesized area [%]
xor gates and xnor gates | 92 | 13.26
AOI/OAI and AO/OA | 68 | 7.538
and+or+nand+nor | 327 | 31.10
DFF | 107 | 35.26
muxes | 41 | 6.776
adders and majority gates | 12 | 2.595
buffers and inverters | 32 | 3.460
-- cells in the mapped netlist, types with 6 or more instances --
library cell,instances,area share [%]
xor2_1,53,7.6
clkbuf_1,12,0.74
o211ai_1,6,0.74
a21oi_1,26,2.1
nor4_1,10,1.0
o21ai_0,13,1.1
or3_1,14,1.4
ha_1,11,2.3
nand2b_1,13,1.3
mux2i_1,40,6.6
and3_1,21,2.2
nand2_1,44,2.7
inv_1,7,0.43
nand3_1,25,2.1
nor2_1,78,4.8
xnor2_1,39,5.6
or2b_1,23,2.8
nor3_1,13,1.1
dfxtp_1,107,35
nand4_1,25,2.6
and4_1,8,1.2
or2b_2,32,4.6
