File: run.sh
#!/bin/bash
# OpenROAD 26Q1-2900-gdf79404cd8, Yosys 0.63+post, stock flow scripts
make -C /OpenROAD-flow-scripts/flow DESIGN_CONFIG=/design/flow/config.mk WORK_HOME=/design/flow/orfs finish
File: config.mk
export PLATFORM = sky130hd
export DESIGN_NAME = TenHz_cnt
export DESIGN_NICKNAME = TenHz_cnt
export VERILOG_FILES = /design/flow/design.v
export SDC_FILE = /design/flow/constraint.sdc
export NUM_CORES = 4
export LEC_CHECK = 1
export CORE_AREA = 10 10 93 93
export DIE_AREA = 0 0 103 103
File: constraint.sdc
current_design TenHz_cnt

set clk_period 3.7
set clk_io_pct 0.2

create_clock -name clk0 -period $clk_period [get_ports {CLK}]

set non_clock_inputs [all_inputs -no_clocks]
set_input_delay [expr $clk_period * $clk_io_pct] -clock clk0 $non_clock_inputs
set_output_delay [expr $clk_period * $clk_io_pct] -clock clk0 [all_outputs]
File: design.v
`timescale 1ns / 1ps
module TenHz_cnt(
    input CLK,
    input RESET,
    output [24:0] COUNT,
    output SEND_PACKET
    );
    reg [24:0] count;
    reg generic_packet;
    parameter MAX_COUNT = 10000000;
    initial begin
        count = 0;
        generic_packet <= 0;
    end
    always@(posedge CLK) begin
        if(count == MAX_COUNT) begin
            count          <= 0;
            generic_packet <= 1;
        end    
        else begin
            count          <= count + 1;
            generic_packet <= 0;
        end
    end
    assign COUNT = count;
    assign SEND_PACKET = generic_packet;
endmodule
==> flow_metrics.py <==
# Auto-generated metrics
metrics = {
    "outcome": {
        "status": "complete, no violations",
    },
    "timing": {
        "worst_pin_slew_ns": 0.631,
        "final.setup_skew_ns": 0.00402,
        "slew_headroom": 0.576,
        "fmax_mhz": 489,
        "period_minus_slack_ns": 2.04,
        "rsz0062_at_grt": "no",
        "min_period_over_period": 0.552,
        "final.setup.tns_ns": 0,
        "hold_viol": 0,
        "finalSetupViolCount": 0,
        "report.final.slew_viol_count": 0,
    },
    "clock_network": {
        "clockBufferDepth": 2,
        "cts_htree_levels": 1,
        "cts_setup_buffers": 0,
        "postCtsHoldBufs": 0,
        "numCtsBuffers": 3,
        "clock.latency.late_pin_ns": 0.27,
        "cts.sinks": 26,
        "cts.repair.resized": 0,
        "cts_tree": "done",
        "cts-root-buf": "clkbuf_8",
        "clkTransAtPathRegs_ns": 0.09,
    },
    "worst_setup_path": {
        "start_kind": "flop",
        "crit_path_end_kind": "flop",
        "cp.arrival_ns": 2.19,
        "cp-startpoint": "count[17]",
        "path_class": "flop to flop",
        "r2r_slack_ns": 1.66,
        "reg2reg_depth": 5,
        "critPathRequiredTime_ns": 3.85,
        "path_max_fanout": 7,
        "r2r_end": "count[19]",
        "timing.rr.start": "count[17]",
    },
    "global_routing": {
        "grt_pass1_wl_um": 4460,
        "grt_max_degree": 15,
        "grt_use_total": 0.0517,
        "grt_pass1_vias": 869,
        "grt-ovfl-total": 0,
        "antenna_found_initial": 0,
    },
    "hold_path": {
        "hold_start": "count[24]",
        "hold_path_end": "count[24]",
        "hp-class": "flop to flop",
        "holdPathStages": 1,
    },
    "synthesis": {
        "simple_gate_share": 0.315,
        "ys_chip_area_sq_um": 1110,
        "mux_area_frac": 0.00898,
        "ys_cells": 110,
        "synthAoiAreaFrac": 0.00449,
        "yosysWarningCount": 1,
        "synth_cells": 110,
        "syn_area_sq_um": 1110,
        "synthTopLogicFamily": "simple AND/OR/NAND/NOR gates",
        "netlist-cell-type-count": 29,
        "numSynthFlops": 26,
        "xor_area_frac": 0.165,
        "synth_seq_share": 0.467,
        "adder_share": 0.0224,
        "syn_area_per_cell_sq_um": 10.1,
    },
    "floorplanning": {
        "fp_util": 0.165,
        "die_y_um": 103,
        "die_w_um": 103,
        "pin_count": 28,
        "chip_area_sq_um": 10600,
        "core-area_sq_um": 6760,
        "row_count": 30,
    },
    "routing": {
        "antenna_left": 0,
        "wire_per_inst_um": 11.8,
        "vias": 853,
        "drcViolationCount": 0,
        "first_pass_iters": 4,
        "antenna_cells": 0,
        "routed_wirelength_um": 2600,
        "viasPerCell": 3.88,
        "drtIter0Drc": 24,
    },
    "placed_design": {
        "place_hpwl_um": 2040,
        "dp.cells": 216,
        "port_buffers": 26,
        "gp_congestion": 0.776,
    },
    "cells_and_area": {
        "area.growth.synth_to_final_pct": 37.3,
        "final_cells": 220,
        "final.fill_count": 731,
        "final_layout_size_suffix_gt1_frac": 0.0857,
        "seq_area_sq_um": 520,
        "final_cell_mix": "26 x dfxtp_1, 26 x clkdlybuf4s50_1, 14 x xnor2_1, 13 x nor2_1, 9 x nand3_1",
        "logic_area_sq_um": 576,
    },
    "power_and_ir_drop": {
        "leakage_nw": 0.513,
        "vdd_ir_drop_max_mv": 0.260,
        "power_density_nw_per_um2": 301,
    },
    "job": {
        "warnings": 27,
        "drv_cap": 0,
    },
}
## layout make-up
type                       instances  share of cell area
sequential                        26               0.340
inverter                           3             0.00736
tap                               80              0.0654
clock buffer                       4              0.0360
multi-input combinational         80               0.376
timing repair buffer              27               0.175
## synthesized netlist by cell type
master	number	share of area
dfxtp_1	26	0.47
xnor2_1	14	0.11
nor2_1	13	0.044
nand3_1	9	0.040
nand2_1	7	0.024
xor2_1	7	0.055
nand4_1	6	0.034
inv_1	3	0.010
nor4_1	3	0.017
ha_1	2	0.022
nor3_1	2	0.0090
and2_4	1	0.0079
and3_1	1	0.0056
and4_1	1	0.0079
and4_2	1	0.0090
buf_4	1	0.0067
mux2i_1	1	0.0090
nand2b_1	1	0.0056
nand3_4	1	0.016
nand3b_1	1	0.0067
nand4_2	1	0.011
nand4_4	1	0.019
nor2b_1	1	0.0056
nor4_2	1	0.011
nor4_4	1	0.019
nor4bb_1	1	0.0090
o21ai_0	1	0.0045
or3_1	1	0.0056
or4b_1	1	0.0090
## cells by family after synthesis
group | Yosys count
and+or+nand+nor | 55
DFF | 26
xor gates and xnor gates | 21
buffers and inverters | 4
adders and majority gates | 2
AOI/OAI and AO/OA | 1
muxes | 1
## worst max path at each step
stage	to	slack, ns
after CTS	count[19]	1.57
after global routing	count[19]	1.32
final	count[19]	1.66
## per-stage QoR
stage / instance area [sq um] / total power, mW / hold WS [ns] / setup slack [ns] / utilization
floorplan: 1110 / 0.286 / 0.434 / 2.21 / -
global placement: 1480 / 0.286 / 0.477 / 1.63 / 0.218
detailed placement: 1480 / 0.286 / 0.484 / 1.61 / 0.218
CTS: 1530 / 0.469 / 0.497 / 1.57 / 0.226
global route: 1530 / 0.479 / 0.526 / 1.32 / 0.226
finish: 1530 / 0.461 / 0.496 / 1.66 / 0.226
## sequential cells by signal, indices dropped and copies added (netlist names)
name            count
generic_packet      1
count              25
## report_power, final
group	internal (mW)	switching [mW]	total (mW)	leakage, nW
Clock	0.0951	0.0867	0.182	0.0288
Combinational	0	0	0.000000275	0.275
Sequential	0.280	0	0.280	0.209
## critical path: stages (launching register included)
cell,delay (ns)
dfxtp_1,0.36
or4b_1,0.53
nor4_2,0.60
buf_4,0.26
nand3b_1,0.10
o21ai_0,0.08
## layer usage
metal	routed length, um	part of all wire	vias to the layer above	GRT usage
met5	0	0	-	0
met4	10	0.0038	0	0.00321
met3	195	0.075	2	0.0217
met2	1130	0.44	20	0.0785
met1	1260	0.48	387	0.0702
li1	-	-	444	-
Power and IR drop assume default switching activity.
