--- ./design.v ---
`timescale 1ns / 1ps
module ALU(
    input CLK,
    input RESET,
    input [7:0] IN_A,
    input [7:0] IN_B,
    input [3:0] ALU_Op_Code,
    output [7:0] OUT_RESULT
    );
    reg [7:0] Out;
    always@(posedge CLK) begin
        if(RESET)
            Out <= 0;
        else begin
            case (ALU_Op_Code)
                4'h0: Out <= IN_A + IN_B;
                4'h1: Out <= IN_A - IN_B;
                4'h2: Out <= IN_A * IN_B;
                4'h3: Out <= IN_A << 1;
                4'h4: Out <= IN_A >> 1;
                4'h5: Out <= IN_A + 1'b1;
                4'h6: Out <= IN_B + 1'b1;
                4'h7: Out <= IN_A - 1'b1;
                4'h8: Out <= IN_B - 1'b1;
                4'h9: Out <= (IN_A == IN_B) ? 8'h01 : 8'h00;
                4'hA: Out <= (IN_A > IN_B) ? 8'h01 : 8'h00;
                4'hB: Out <= (IN_A < IN_B) ? 8'h01 : 8'h00;
                default: Out <= IN_A;
            endcase
        end
    end
    assign OUT_RESULT = Out;
endmodule
`timescale 1ns / 1ps
module Processor(
    input CLK,
    input RESET,
    inout [7:0] BUS_DATA,
    output [7:0] BUS_ADDR,
    output BUS_WE,
    output [7:0] ROM_ADDRESS,
    input [7:0] ROM_DATA,
    input [1:0] BUS_INTERRUPTS_RAISE,
    output [1:0] BUS_INTERRUPTS_ACK
   );
    wire [7:0] BusDataIn;
    reg [7:0] CurrBusDataOut, NextBusDataOut;
    reg CurrBusDataOutWE, NextBusDataOutWE;
    assign BusDataIn = BUS_DATA;
    assign BUS_DATA = CurrBusDataOutWE ? CurrBusDataOut : 8'hZZ;
    assign BUS_WE = CurrBusDataOutWE;
    reg [7:0] CurrBusAddr, NextBusAddr;
    assign BUS_ADDR = CurrBusAddr;
    reg [7:0] CurrRegA, NextRegA;
    reg [7:0] CurrRegB, NextRegB;
    reg CurrRegSelect, NextRegSelect;
    reg [7:0] CurrProgContext, NextProgContext;
    reg [1:0] CurrInterruptAck, NextInterruptAck;
    assign BUS_INTERRUPTS_ACK = CurrInterruptAck;
    reg [7:0] CurrProgCounter, NextProgCounter;
    reg [1:0] CurrProgCounterOffset, NextProgCounterOffset;
    reg [3:0] CurrProgMemOut_MSB, NextProgMemOut_MSB; 
    wire [7:0] ProgMemoryOut;
    wire [7:0] ActualAddress;
    assign ActualAddress = CurrProgCounter + CurrProgCounterOffset;
    assign ROM_ADDRESS = ActualAddress;
    assign ProgMemoryOut = ROM_DATA;
    wire [7:0] AluOut;
    ALU ALU0(
    .CLK(CLK),
    .RESET(RESET),
    .IN_A(CurrRegA),
    .IN_B(CurrRegB),
    .ALU_Op_Code(ProgMemoryOut[7:4]),
    .OUT_RESULT(AluOut)
    );
    parameter [7:0]  
    IDLE = 8'hF0,  
    GET_THREAD_START_ADDR_0 = 8'hF1,  
    GET_THREAD_START_ADDR_1 = 8'hF2,  
    GET_THREAD_START_ADDR_2 = 8'hF3,  
    CHOOSE_OPP = 8'h00,
    READ_FROM_MEM_TO_A = 8'h10,  
    READ_FROM_MEM_TO_B = 8'h11,  
    READ_FROM_MEM_0 = 8'h12,  
    READ_FROM_MEM_1 = 8'h13,  
    READ_FROM_MEM_2 = 8'h14,  
    WRITE_TO_MEM_FROM_A = 8'h20,  
    WRITE_TO_MEM_FROM_B = 8'h21,  
    WRITE_TO_MEM_0 = 8'h22,  
    DO_MATHS_OPP_SAVE_IN_A = 8'h30,  
    DO_MATHS_OPP_SAVE_IN_B = 8'h31,  
    DO_MATHS_OPP_0 = 8'h32,  
    IF_A_EQUALITY_B_GOTO = 8'h40,
    IF_A_EQUALITY_B_GOTO_1 = 8'h41,
    IF_A_EQUALITY_B_GOTO_2 = 8'h42,
    GOTO = 8'h50,
    GOTO_1 = 8'h51,
    GOTO_2 = 8'h52,
    FUNCTION_START = 8'h60,
    FUNCTION_START_1 = 8'h61,
    FUNCTION_START_2 = 8'h62,
    RETURN = 8'h70,
    RETURN_1 = 8'h71,
    DE_REFERENCE_A = 8'h80,
    DE_REFERENCE_B = 8'h81,
    DE_REFERENCE_1 = 8'h82,
    DE_REFERENCE_2 = 8'h83;
    reg [7:0] CurrState, NextState;
    always@(posedge CLK) begin
    if(RESET) begin
            CurrState = 8'h00;
            CurrProgCounter = 8'h00;
            CurrProgCounterOffset = 2'h0;
            CurrBusAddr = 8'hFF;  
            CurrBusDataOut = 8'h00;
            CurrBusDataOutWE = 1'b0;
            CurrRegA = 8'h00;
            CurrRegB = 8'h00;
            CurrRegSelect = 1'b0;
            CurrProgContext = 8'h00;
            CurrInterruptAck = 2'b00;
        end else begin
            CurrState = NextState;
            CurrProgCounter = NextProgCounter;
            CurrProgCounterOffset = NextProgCounterOffset;
            CurrBusAddr = NextBusAddr;
            CurrBusDataOut = NextBusDataOut;
            CurrBusDataOutWE = NextBusDataOutWE;
            CurrRegA = NextRegA;
            CurrRegB = NextRegB;
            CurrRegSelect = NextRegSelect;
            CurrProgContext = NextProgContext;
            CurrInterruptAck = NextInterruptAck;
            CurrProgMemOut_MSB = NextProgMemOut_MSB;
        end
    end
    always@* begin
        NextState = CurrState;
        NextProgCounter = CurrProgCounter;
        NextProgCounterOffset = 2'h0;
        NextBusAddr = 8'hFF;
        NextBusDataOut = CurrBusDataOut;
        NextBusDataOutWE = 1'b0;
        NextRegA = CurrRegA;
        NextRegB = CurrRegB;
        NextRegSelect = CurrRegSelect;
        NextProgContext = CurrProgContext;
        NextInterruptAck = 2'b00;
        NextProgMemOut_MSB = CurrProgMemOut_MSB;
        case (CurrState)
            IDLE: begin
                if(BUS_INTERRUPTS_RAISE[0]) begin  
                    NextState = GET_THREAD_START_ADDR_0;
                    NextProgCounter = 8'hFF;
                    NextInterruptAck = 2'b01;
                end else if(BUS_INTERRUPTS_RAISE[1]) begin  
                    NextState = GET_THREAD_START_ADDR_0;
                    NextProgCounter = 8'hFE;
                    NextInterruptAck = 2'b10;
                end else begin
                    NextState = IDLE;
                    NextProgCounter = 8'hFF;  
                    NextInterruptAck = 2'b00;
                end
            end
            GET_THREAD_START_ADDR_0: begin
                    NextState = GET_THREAD_START_ADDR_1;
                    end
            GET_THREAD_START_ADDR_1: begin
                    NextState = GET_THREAD_START_ADDR_2;
                    NextProgCounter = ProgMemoryOut;
                    end
            GET_THREAD_START_ADDR_2:
                    NextState = CHOOSE_OPP;
            CHOOSE_OPP: begin
                         case (ProgMemoryOut[3:0])
                             4'h0: NextState = READ_FROM_MEM_TO_A;
                             4'h1: NextState = READ_FROM_MEM_TO_B;
                             4'h2: NextState = WRITE_TO_MEM_FROM_A;
                             4'h3: NextState = WRITE_TO_MEM_FROM_B;
                             4'h4: NextState = DO_MATHS_OPP_SAVE_IN_A;
                             4'h5:NextState = DO_MATHS_OPP_SAVE_IN_B;
                             4'h6:NextState = IF_A_EQUALITY_B_GOTO;
                             4'h7: NextState = GOTO;
                             4'h8:NextState = IDLE;
                             4'h9:NextState = FUNCTION_START;
                             4'hA:NextState = RETURN;
                             4'hB:NextState = DE_REFERENCE_A;
                             4'hC:NextState = DE_REFERENCE_B;
                             default:
                                NextState = CurrState;
                        endcase
                        NextProgCounterOffset = 2'h1;
                        NextProgMemOut_MSB = ProgMemoryOut[7:4];
                        end
            READ_FROM_MEM_TO_A:begin
                NextState = READ_FROM_MEM_0;
                NextRegSelect = 1'b0;
                end
            READ_FROM_MEM_TO_B:begin
                NextState = READ_FROM_MEM_0;
                NextRegSelect = 1'b1;
                end
            READ_FROM_MEM_0: begin
                NextState = READ_FROM_MEM_1;
                NextBusAddr = ProgMemoryOut;
                end
            READ_FROM_MEM_1: begin
                NextState = READ_FROM_MEM_2;
                NextProgCounter = CurrProgCounter + 2;
                end
            READ_FROM_MEM_2: begin
                    NextState = CHOOSE_OPP;
                if(!CurrRegSelect)
                    NextRegA = BusDataIn;
                else
                    NextRegB = BusDataIn;
                end
            WRITE_TO_MEM_FROM_A:begin
                NextState = WRITE_TO_MEM_0;
                NextRegSelect = 1'b0;
                NextProgCounter = CurrProgCounter + 2;
                end
            WRITE_TO_MEM_FROM_B:begin
                NextState = WRITE_TO_MEM_0;
                NextRegSelect = 1'b1;
                NextProgCounter = CurrProgCounter + 2;
                end
            WRITE_TO_MEM_0: begin
                NextState = CHOOSE_OPP;
                NextBusAddr = ProgMemoryOut;
                if(!NextRegSelect)
                    NextBusDataOut = CurrRegA;
                else
                     NextBusDataOut = CurrRegB;
                NextBusDataOutWE = 1'b1;
                end
            DO_MATHS_OPP_SAVE_IN_A: begin
                NextState = DO_MATHS_OPP_0;
                NextRegA = AluOut;
                NextProgCounter = CurrProgCounter + 1;
                end
            DO_MATHS_OPP_SAVE_IN_B: begin
                 NextState = DO_MATHS_OPP_0;
                 NextRegB = AluOut;
                 NextProgCounter = CurrProgCounter + 1;
                end
            DO_MATHS_OPP_0: NextState = CHOOSE_OPP;
            IF_A_EQUALITY_B_GOTO: begin
                if(AluOut) begin
                    NextState = IF_A_EQUALITY_B_GOTO_1;
                end else begin
                    NextProgCounter = CurrProgCounter + 2;
                    NextState = IF_A_EQUALITY_B_GOTO_2;
                end
            end
            IF_A_EQUALITY_B_GOTO_1: begin
                NextProgCounter = ProgMemoryOut;
                NextState = IF_A_EQUALITY_B_GOTO_2;
            end
            IF_A_EQUALITY_B_GOTO_2: begin
                NextState = CHOOSE_OPP;
            end
            GOTO: begin
                NextState = GOTO_1;
            end
            GOTO_1: begin
                NextState = GOTO_2;
                NextProgCounter = ProgMemoryOut;  
            end
            GOTO_2: NextState = CHOOSE_OPP; 
            FUNCTION_START: begin
                NextState = FUNCTION_START_1;
                NextProgContext = CurrProgCounter + 2;
            end
            FUNCTION_START_1: begin
                NextProgCounter = ProgMemoryOut;  
                NextState = FUNCTION_START_2;
            end
            FUNCTION_START_2: begin
                NextState = CHOOSE_OPP;
            end
            RETURN: begin
                NextProgCounter = CurrProgContext;
                NextState = RETURN_1;
            end
            RETURN_1: begin
                NextState = CHOOSE_OPP;
            end
            DE_REFERENCE_A: begin
                NextBusAddr = CurrRegA;
                NextState = DE_REFERENCE_1;
                NextRegSelect = 1'b0;
            end
            DE_REFERENCE_B: begin
                NextBusAddr = CurrRegB;
                NextState = DE_REFERENCE_1;
                NextRegSelect = 1'b1;
            end
            DE_REFERENCE_1: begin
                NextState = DE_REFERENCE_2;
                NextProgCounter = CurrProgCounter + 1;
            end
            DE_REFERENCE_2: begin
                NextState = CHOOSE_OPP;
                if(!CurrRegSelect) begin
                    NextRegA = BusDataIn;
                end else
                    NextRegB = BusDataIn;
            end
        endcase
    end
endmodule
--- ./run.sh ---
#!/bin/bash
# OpenROAD 26Q1-2900-gdf79404cd8, Yosys 0.63+post, stock flow scripts
make -C /OpenROAD-flow-scripts/flow DESIGN_CONFIG=/design/flow/config.mk WORK_HOME=/design/flow/orfs finish
--- ./config.mk ---
export PLATFORM = sky130hd
export DESIGN_NAME = Processor
export DESIGN_NICKNAME = Processor
export VERILOG_FILES = /design/flow/design.v
export SDC_FILE = /design/flow/constraint.sdc
export NUM_CORES = 4
export LEC_CHECK = 1
export CORE_UTILIZATION = 50
--- ./constraint.sdc ---
current_design Processor

set clk_period 5.4
set clk_io_pct 0.2

create_clock -name clk0 -period $clk_period [get_ports {CLK}]

set non_clock_inputs [all_inputs -no_clocks]
set_input_delay [expr $clk_period * $clk_io_pct] -clock clk0 $non_clock_inputs
set_output_delay [expr $clk_period * $clk_io_pct] -clock clk0 [all_outputs]
==> results.sh <==
# implementation run metrics
export IMPL_ff_type="dfxtp_1"
export IMPL_fp_dieW_um=112
export IMPL_outcome="did not finish"
export IMPL_root_buffer="clkbuf_16"
export IMPL_synth_seq_cells=92
export IMPL_fp_util_pct=52.4
export IMPL_synthCells=734
export IMPL_area_leaders="dfxtp_1, ha_1, nor2_1"
export IMPL_h_tree_depth=3
export IMPL_placed_cell_area_mm2=0.00648
export IMPL_dp_hpwl_um=12500
export IMPL_cts_sinks=92
export IMPL_fp_dieH_um=112
export IMPL_ys_warn_count=3
export IMPL_syn_area_per_cell_um2=8.29
export IMPL_postSynthSeqShare_pct=30.3
export IMPL_hold_buffers=0
export IMPL_ys_area_mm2=0.00608
export IMPL_num_io_pins=39
export IMPL_ys_async_sr_fraction_pct=0
export IMPL_ys_cells=734
export IMPL_synth_area_mm2=0.00608
export IMPL_common_cells="nor2_1, dfxtp_1, nand2_1, inv_1, ha_1"
export IMPL_post_cts_buffers=0
export IMPL_synth_top_area_share_pct=30.3
export IMPL_stop_stage="clock tree synthesis"
export IMPL_synth_cell_type_count=61
export IMPL_place_gp_congestion=0.944
export IMPL_edf_count=0
export IMPL_num_rows=39
export IMPL_top_area_cell="dfxtp_1"
export IMPL_top_cell="nor2_1"
export IMPL_tool_error="[error] [KeplerFormal.cpp:679] Workflow failed: Iso has multiple drivers: .BUS_DATA0, BUS_DATA[0]$_SDFFE_PP0P_.Q0"
export IMPL_ctsResizeCount=0
export IMPL_clk_path_buf_depth=2
export IMPL_numCtsBuffers=9
export IMPL_portBuffers=30
export IMPL_place_ws_ns=0.700
kinds of logic after synthesis:
logic type | Yosys count | synth area share [%]
fa+ha+maj | 61 | 14.4
compound gates | 161 | 18.5
simple gates | 256 | 20.1
mux | 22 | 3.66
flops | 92 | 30.3
buf+inv | 96 | 6.00
xor+xnor | 46 | 7.07
per-stage QoR:
step / utilization, % / hold WS, ns / power, mW / instances
detailed placement: 55.8 / 0.429 / 1.02 / 873
global placement: 55.8 / 0.428 / 1.01 / 873
floorplan: - / 0.407 / 0.925 / 734
No activity file was given, so power comes from the tool's default toggle rates.
